===== /design/flow/config.mk =====
export PLATFORM = sky130hd
export DESIGN_NAME = simple_dual_port_ram
export DESIGN_NICKNAME = simple_dual_port_ram
export VERILOG_FILES = /design/flow/design.v
export SDC_FILE = /design/flow/constraint.sdc
export NUM_CORES = 4
export LEC_CHECK = 1
export CORE_UTILIZATION = 40
export SYNTH_MEMORY_MAX_BITS = 65536

===== /design/flow/constraint.sdc =====
current_design simple_dual_port_ram

set clk_period 40.4
set clk_io_pct 0.2

create_clock -name clk0 -period $clk_period [get_ports {clk}]

set non_clock_inputs [all_inputs -no_clocks]
set_input_delay [expr $clk_period * $clk_io_pct] -clock clk0 $non_clock_inputs
set_output_delay [expr $clk_period * $clk_io_pct] -clock clk0 [all_outputs]

===== /design/flow/design.v =====
module simple_dual_port_ram #(parameter ADDR_WIDTH = 10, DATA_WIDTH = 8)(
    input logic clk,
    input logic we,
    input logic [ADDR_WIDTH-1:0] addr_r, addr_w,
    input logic [DATA_WIDTH-1:0] din,
    output logic [DATA_WIDTH-1:0] dout
);
logic [DATA_WIDTH-1:0] memory [0: 2**ADDR_WIDTH-1];
always_ff@(posedge clk)
begin
    if(we)
        begin
        memory[addr_w] <= din;
        end
    dout<=memory[addr_r];
end
endmodule

===== /design/flow/run.sh =====
#!/bin/bash
# OpenROAD 26Q1-2900-gdf79404cd8, Yosys 0.63+post, stock flow scripts
make -C /OpenROAD-flow-scripts/flow DESIGN_CONFIG=/design/flow/config.mk WORK_HOME=/design/flow/orfs finish

==> results.txt <==
Summary of implementation figures.

Status
The flow ran to the end, but the final reports show violations. The checks that failed: max-capacitance violations, max-slew violations.

Worst setup path
The highest net fanout along the worst path is 73. The worst register-to-register path depth is 7. Broken down by cell family, the worst path's largest delay share belongs to buffers and inverters.

The launching element type of the critical path is an input port. The library cell appearing most often on the critical path is sky130_fd_sc_hd__buf_4. The flop-to-flop setup slack is 36.21 ns. Data on the critical path arrives at its endpoint at between 15 and 20 ns. Traced cell by cell, the critical path runs through buf_16 > buf_4 > buf_4 > buf_4 > buf_4 > buf_4 > buf_4 > buf_12 > buf_4 > buf_4 > mux4_2 > mux4_2 > o22ai_1 > or3_1 > o22ai_1 > or4_1. The critical path launch point is addr_r[0]. For the worst reg-to-reg path, the endpoint reported by OpenROAD is dout[6]. The worst setup path is captured at a flop.

The delay of the slowest critical-path stage is roughly 0.7 ns. The worst register-to-register path begins at memory[139][6]. In the setup report, the worst path falls into the class in2reg.

The number of gates on the worst path with buffers counted is 16. The critical path contains buffers and inverters numbering 10 combined. For this design, the slowest cell found on the critical path is sky130_fd_sc_hd__buf_4.

For the worst setup path, the data required time is 41.39 ns. Following the worst setup path forward leads to its endpoint at dout[4].

Timing
For the pin with the worst max-slew slack, the measured transition is 1.56 ns. The max-slew violation count is 3. The worst path uses around two fifths of the clock period. Setup repair after global routing left no endpoint under its margin. In the final run the clock tree shows a worst skew of 0.0565 ns.

The final timing report lists a hold violation count of 0. The worst path needs around 16 ns of the cycle, external delays included. The highest clock rate is 63.3 MHz. The post-route setup TNS is 0 ns.

The remaining max-slew budget at the tightest pin is -5.13%. The count of endpoints failing setup in the final report is 0.

Final layout
The flow measured a signed area growth from synthesis to layout of 12.7%. The ratio of cells with drive above 1 in the final layout is 22.5%. The finished layout holds 27200 standard cells, fillers aside. The utilization after layout is 45.3%.

Floorplan
From left edge to right edge, the die measures just under 900 um. The die extent in y is 895 um. The number of top-level pins is 38. Row generation in the floorplan step produced 327 rows. The floorplan utilization is 40.2%. The total area inside the core boundary comes to 794000 sq um. The floorplan step defined a die boundary enclosing 801000 sq um.

GRT
The total overflow reported by the global router is 0. The first global-routing pass estimated 1270 mm of wire. The initial antenna violation count is 60. The via count of the first global-routing pass is about 170k. For this run, the total global-route usage over all layers was measured as 24.8%. The maximum number of pins on one net before global-route repair is 137.

Route
The DRC violation total after the first TritonRoute iteration is between 10000 and 15000. Wires add up to 904 mm. The DRC violation count after routing is 0. The wire length per cell is 33.2 um. Dividing the detail-routed via count by the number of cells gives 5.76. The iteration count of the initial detailed-routing pass is 6. The remaining antenna violation count after routing is 0. The number of vias after detailed routing is ~160k.

CTS
The clock reaches the later pin of the worst-skew pair after 1.13 ns. Per the CTS log, the maximum H-tree level is 6. The number of setup buffers added after CTS is 0. The post-cts gate resize count is 0. After clock tree synthesis, the flow added hold-fix buffers numbering 0. In this run the deepest clock path goes through 4 buffers.

The number of clock buffers inserted by TritonCTS is just over 800. The clock edge transition at the registers on the reported setup and hold paths is 0.06 ns. The clock root buffer master is sky130_fd_sc_hd__clkbuf_16. The clock tree from TritonCTS is yes. According to the CTS report, the clock sink count is 8200.

Power
The leakage dissipation is 112 nW. The reported net switching power is 3.80 mW. The internal power of the cells totals 13.7 mW.

The share of total power dissipated in sequential elements is 53.6%. For this design the ratio of total power to cell area is 48.6 nW/um^2. The maximum resistive drop on vdd is 49.5 uV. In this run switching power makes up 21.8% of total power. The share of total power dissipated in combinational logic is 5.0%. The clock group share of total power is around 41%.

Synth
The post-synthesis cell type count is 81. Synthesis produced 15200 cells. The warning tally printed by Yosys for this design is 1.

The number of cells in the yosys synthesis report is 15200. Per the synth log, the flip-flop and latch total comes to between 8000 and 9000. The cell area that synthesis handed to floorplanning was 319000 sq um.

The async set-or-reset flop fraction in the synthesized netlist is 0%. The number of synthesized flops with an enable pin is 8192. After synthesis, the chip area reported by Yosys is approximately 320000 sq um. Per Yosys stat, the portion of area used by sequential elements is 77.2%. For this run, the leading register cell type out of synthesis is sky130_fd_sc_hd__edfxtp_1. The per-instance average area after synthesis is 21.0 sq um.

Job
The number of warnings in the stage logs is around 60. Per the run summary, max-cap violations total 1.

Placement
The detailed placer reported the number of placed instances as roughly 26000. The number of port buffers is 37. Detailed placement ended at an HPWL of approximately 560 mm. The final weighted congestion recorded by global placement is 0.907.

Worst hold path
Note that the worst hold path type here is reg2reg.
-- through the flow --
stage	hold WS [ns]	setup slack [ns]	power (mW)	instance area, sq um
detailed placement	0.994	23.08	10.4	334000
global placement	1.00	23.16	10.4	334000
global route	1.14	23.73	17.9	359000
floorplan	0.792	29.61	9.99	319000
finish	1.03	24.60	17.5	360000
CTS	1.01	24.29	17.6	359000
-- sequential cells by signal (all words and copies together) (netlist names) --
name / count
dout: 8
memory: 8192
-- worst min-delay path by stage --
stage,depth (start not counted),endpoint,slack (ns),from
CTS,6,dout[5],1.01,memory[328][5]
global route,6,dout[5],1.14,memory[331][5]
finish,6,dout[5],1.03,memory[328][5]
-- power groups by stage --
| stage | clock network [mW] | registers [mW] | logic [mW] |
|---|---|---|---|
| 4_1_cts | 7.33 | 9.37 | 0.873 |
| 5_1_grt | 7.64 | 9.37 | 0.922 |
| 6_report | 7.23 | 9.37 | 0.870 |
-- cell usage after synthesis, types with 16 or more instances --
| cell | instances | area (sq um) |
|---|---|---|
| sky130_fd_sc_hd__mux4_2 | 1565 | 35200 |
| sky130_fd_sc_hd__o21ai_0 | 124 | 621 |
| sky130_fd_sc_hd__buf_2 | 170 | 851 |
| sky130_fd_sc_hd__a2111oi_0 | 24 | 210 |
| sky130_fd_sc_hd__o211ai_1 | 24 | 180 |
| sky130_fd_sc_hd__nor3_1 | 133 | 666 |
| sky130_fd_sc_hd__a211o_1 | 28 | 245 |
| sky130_fd_sc_hd__buf_12 | 20 | 400 |
| sky130_fd_sc_hd__buf_6 | 159 | 1790 |
| sky130_fd_sc_hd__mux4_1 | 61 | 1600 |
| sky130_fd_sc_hd__a22oi_1 | 246 | 1850 |
| sky130_fd_sc_hd__a21oi_1 | 256 | 1280 |
| sky130_fd_sc_hd__a221oi_1 | 66 | 578 |
| sky130_fd_sc_hd__nor2b_1 | 16 | 100 |
| sky130_fd_sc_hd__nand4_1 | 31 | 194 |
| sky130_fd_sc_hd__mux2_2 | 90 | 1010 |
| sky130_fd_sc_hd__nand3_1 | 101 | 505 |
| sky130_fd_sc_hd__buf_4 | 130 | 976 |
| sky130_fd_sc_hd__clkbuf_1 | 388 | 1460 |
| sky130_fd_sc_hd__a221o_1 | 18 | 180 |
| sky130_fd_sc_hd__o221ai_1 | 292 | 2560 |
| sky130_fd_sc_hd__edfxtp_1 | 8192 | 246000 |
| sky130_fd_sc_hd__or3_1 | 18 | 113 |
| sky130_fd_sc_hd__a31oi_1 | 23 | 144 |
| sky130_fd_sc_hd__nor4_1 | 43 | 269 |
| sky130_fd_sc_hd__buf_8 | 23 | 345 |
| sky130_fd_sc_hd__a211oi_1 | 84 | 631 |
| sky130_fd_sc_hd__mux2i_1 | 1041 | 10400 |
| sky130_fd_sc_hd__nor2_1 | 1133 | 4250 |
| sky130_fd_sc_hd__a22o_1 | 46 | 403 |
| sky130_fd_sc_hd__buf_1 | 109 | 409 |
| sky130_fd_sc_hd__o22ai_1 | 218 | 1360 |
| sky130_fd_sc_hd__nand2_1 | 181 | 679 |
-- cells in the final DEF, fill, tap and decap left out, drive strengths merged, types with 101 or more instances in the layout --
| master | count |
|---|---|
| a22oi | 246 |
| edfxtp | 8192 |
| a21oi | 256 |
| o21ai | 127 |
| buf | 867 |
| o22ai | 218 |
| nor3 | 133 |
| mux2i | 1041 |
| diode | 103 |
| o221ai | 292 |
| nand2 | 181 |
| mux4 | 1626 |
| nand3 | 101 |
| clkbuf | 1048 |
| clkinv | 367 |
| nor2 | 1133 |
-- cells by family (layout without fill, tap and decap cells) --
family / after synthesis / count (layout) / share of synthesized area (%)
AND/OR/NAND/NOR: 1753 / 1753 / 2.36
other: 0 / 103 / 0
multiplexers: 2758 / 2758 / 15.1
flip-flops: 8200 / 8200 / 77.2
AND-OR/OR-AND: 1506 / 1506 / 3.38
buffers and inverters: 1011 / 2391 / 1.97
-- layer usage --
metal | global-route usage [%] | part of all wire, % | vias to the layer above
li1 | - | - | 65400
met1 | 28.4 | 31 | 80000
met2 | 34.6 | 45 | 9815
met3 | 21.4 | 20 | 1660
met4 | 8.53 | 4.2 | 76
met5 | 1.91 | 0.24 | -
-- worst min-delay path: stages, from the launching register on --
cell                        delay (ns)
sky130_fd_sc_hd__edfxtp_1         0.31
sky130_fd_sc_hd__mux2i_1          0.06
sky130_fd_sc_hd__o221ai_1         0.24
sky130_fd_sc_hd__nand3_1          0.09
sky130_fd_sc_hd__nand2_1          0.09
sky130_fd_sc_hd__nand4_1          0.10
sky130_fd_sc_hd__o2111ai_1        0.09
-- final cells by class --
| cell class | count | area [sq um] |
|---|---|---|
| tap | 10500 | 13200 |
| clock buffer | 1048 | 21600 |
| antenna | 103 | 258 |
| clock inverter | 448 | 3760 |
| inverter | 7 | 51.3 |
| timing repair buffer | 888 | 7130 |
| fill | 65300 | 434000 |
| multi-input combinational | 6017 | 67500 |
| sequential | 8200 | 246000 |
Power is estimated from default activity; no workload was simulated.
