### design/flow/design.v
module mixed_width_true_dual_port_ram
	#(parameter int
		DATA_WIDTH1 = 8,
		ADDRESS_WIDTH1 = 10,
		ADDRESS_WIDTH2 = 8)
(
		input [ADDRESS_WIDTH1-1:0] addr1,
		input [ADDRESS_WIDTH2-1:0] addr2,
		input [DATA_WIDTH1      -1:0] data_in1, 
		input [DATA_WIDTH1*(1<<(ADDRESS_WIDTH1 - ADDRESS_WIDTH2))-1:0] data_in2, 
		input we1, we2, clk,
		output reg [DATA_WIDTH1-1      :0] data_out1,
		output reg [DATA_WIDTH1*(1<<(ADDRESS_WIDTH1 - ADDRESS_WIDTH2))-1:0] data_out2);
	localparam RATIO = 1 << (ADDRESS_WIDTH1 - ADDRESS_WIDTH2);  
	localparam DATA_WIDTH2 = DATA_WIDTH1 * RATIO;
	localparam RAM_DEPTH = 1 << ADDRESS_WIDTH2;
	reg [RATIO-1:0] [DATA_WIDTH1-1:0] ram[0:RAM_DEPTH-1];
	reg [DATA_WIDTH1-1:0] data_reg1;
	reg [DATA_WIDTH2-1:0] data_reg2;
	always@(posedge clk)
	begin
		if(we1)
			ram[addr1 / RATIO][addr1 % RATIO] <= data_in1;
		data_reg1 <= ram[addr1 / RATIO][addr1 % RATIO];
	end
	assign data_out1 = data_reg1;
	always@(posedge clk)
	begin
		if(we2)
			ram[addr2] <= data_in2;
		data_reg2 <= ram[addr2];
	end
	assign data_out2 = data_reg2;
endmodule : mixed_width_true_dual_port_ram
### design/flow/run.sh
#!/bin/bash
# OpenROAD 26Q1-2900-gdf79404cd8, Yosys 0.63+post, stock flow scripts
make -C /OpenROAD-flow-scripts/flow DESIGN_CONFIG=/design/flow/config.mk WORK_HOME=/design/flow/orfs finish
### design/flow/config.mk
export PLATFORM = sky130hd
export DESIGN_NAME = mixed_width_true_dual_port_ram
export DESIGN_NICKNAME = mixed_width_true_dual_port_ram
export VERILOG_FILES = /design/flow/design.v
export SDC_FILE = /design/flow/constraint.sdc
export NUM_CORES = 4
export LEC_CHECK = 1
export CORE_UTILIZATION = 30
export SYNTH_MEMORY_MAX_BITS = 65536
### design/flow/constraint.sdc
current_design mixed_width_true_dual_port_ram

set clk_period 202.6
set clk_io_pct 0.2

create_clock -name clk0 -period $clk_period [get_ports {clk}]

set non_clock_inputs [all_inputs -no_clocks]
set_input_delay [expr $clk_period * $clk_io_pct] -clock clk0 $non_clock_inputs
set_output_delay [expr $clk_period * $clk_io_pct] -clock clk0 [all_outputs]
==> results.json <==
{
  "synth-compound-area-share_pct": 3.74,
  "post-route-drc-count": 0,
  "topCellsByArea": "edfxtp_1, mux4_2, mux2_2",
  "worst_setup_path_start_kind": "primary input",
  "number_of_instances_in_the_placed_design": 48942,
  "floorplan.io_pins": 101,
  "yosys_warnings": 3,
  "overflow": 0,
  "route.antenna.remaining_nets": 1,
  "tritoncts.num_buffers": 922,
  "unrepaired_setup_endpoints_after_global_routing": "no",
  "relSlewSlack_pct": 0.0924,
  "synth-edff-count": 8192,
  "final.setup.worst_slack_ps": 154480,
  "postCtsSetupRepairBufs": 0,
  "tightest_slew_ps": 1500,
  "synthToLayoutAreaGrowth_pct": 13.1,
  "gr-usage-all-layers_pct": 25.9,
  "required_ps": 203700,
  "grt_start_max_net_pins": 108,
  "max_freq_mhz": 20.8,
  "postSynthRegisterBits": 8232,
  "clock_tree.root_cell": "clkbuf_16",
  "cp_data_arrival_time_ps": 49220,
  "avg_vias_per_cell": 6.00,
  "tool_warnings": 50,
  "outcome": "finished with violations",
  "vdd_ir_drop_max_mv": 0.00901,
  "max-cap-violations": 0,
  "logic_family": "multiplexers",
  "min_delay_worst_endpoint": "data_reg2[9]",
  "chip_area_um2": 1610000,
  "firstDrtPassIters": 6,
  "end_kind": "flop",
  "cts_num_sinks": 8232,
  "fp.coreArea_um2": 1600000,
  "share_of_synthesized_registers_carrying_an_async_set_or_reset_pct": 0,
  "gp_routability_congestion": 0.998,
  "routed_wirelength_mm": 2000,
  "reg2regPathDepth": 8,
  "critical_path_class": "primary input to flop",
  "synth.cellmix.simpleShare_pct": 1.27,
  "routed-via-count": 307872,
  "clkSlewWorstSetupHoldPaths_ps": 60,
  "synth_stat.cells": 29090,
  "netlist_area_before_placement_um2": 483000,
  "pins_over_their_slew_limit": 0,
  "global_route_wire_length_before_repair_mm": 2740,
  "drt_iter0_drc": 22892,
  "p_leak_uw": 0.170,
  "sum_of_negative_setup_slack_ps": 0,
  "yosysSeqAreaShare_pct": 51.1,
  "clock-skew-final_ps": 119,
  "pwr_density_cell_nw_per_um2": 7.42,
  "synthDominantCellAreaShare_pct": 51.0,
  "yosysChipArea_um2": 483000,
  "fin_crit_sh_pct": 23.7,
  "startpoint": "addr1[2]",
  "fp_util_pct": 30.1,
  "worst-path-max-fanout": 61,
  "layout.filler_cells": 149870,
  "row_count": 465,
  "dp.final_hpwl_mm": 1340,
  "detailed_place.area_um2": 514000,
  "postSynthAreaPerCell_um2": 16.6,
  "hold_path_class": "flop to flop",
  "post_cts_resize_count": 0,
  "synth.distinct_cells": 46,
  "antenna_violations_before_repair": 252,
  "r2r_end": "data_reg1[3]",
  "yosys_most_used_dff": "edfxtp_1",
  "min-delay-start": "ram[95][9]",
  "layoutNonFillerInstCount": 51300,
  "reg2reg_from": "ram[96][3]",
  "final_setup_vio_count": 0,
  "clockBufferDepth": 5,
  "die_h_mm": 1.27,
  "htreeDepth": 6,
  "postLayoutCellArea_um2": 546000,
  "dpl_worst_slack_ps": 153070,
  "clk-insertion-delay-late_ps": 1310,
  "post-route-min-period_ps": 48120,
  "hold_fix_buffers_cts": 0,
  "die.size.x_mm": 1.27,
  "xor_share_pct": 0,
  "yosys-mux-area-fraction_pct": 40.8,
  "synth_cells": 29090,
  "place.port_buffers": 100,
  "detail_route.wl_per_cell_um": 39.1,
  "number_of_global_route_vias_before_repair": 328590,
  "netlist.top_cell.by_area": "edfxtp_1",
  "whs_path_depth": 4,
  "fa_ha_area_share_pct": 0,
  "final-hold-violation-count": 0,
  "cts_tree": "done",
  "layout_cells_sized_above_1_pct": 56.4,
  "timing.reg2reg.setup_slack_ps": 197910,
  "violations": "antenna violations"
}
==> cell usage in the layout (no fill, tap or decap), drive strengths merged, types with 13 or more instances in the layout <==
cell type | Yosys | final
bufinv | 0 | 79
inv | 10 | 28
o41ai | 128 | 128
mux2 | 8205 | 8205
clkdlybuf4s50 | 0 | 48
o22ai | 280 | 280
a41oi | 32 | 32
mux4 | 4643 | 4643
o21ai | 632 | 632
nor2b | 18 | 18
a211o | 13 | 13
clkbuf | 2865 | 1155
dfxtp | 40 | 40
nor2 | 452 | 452
clkinv | 0 | 431
mux2i | 16 | 16
diode | 0 | 652
buf | 776 | 2195
a22oi | 1167 | 1167
clkinvlp | 0 | 25
nand3 | 46 | 46
edfxtp | 8192 | 8192
nand4 | 17 | 17
nor3 | 16 | 16
a21oi | 515 | 515
nand2 | 950 | 950
==> cells in the mapped netlist (all sizes together) (2+ instances only) <==
cell,count
a211o,13
a211oi,2
a21oi,515
a221o,3
a221oi,4
a22o,11
a22oi,1167
a41oi,32
and2,9
and3,7
buf,776
clkbuf,2865
dfxtp,40
edfxtp,8192
inv,10
mux2,8205
mux2i,16
mux4,4643
nand2,950
nand2b,11
nand3,46
nand4,17
nor2,452
nor2b,18
nor3,16
nor3b,3
o2111ai,2
o211ai,4
o21ai,632
o22ai,280
o31ai,2
o41ai,128
or2,6
or4,8
==> per-layer routing <==
layer	track usage, %	routed length [um]	up-vias
li1	-	-	121030
met1	26.3	600000	159137
met2	35.1	856000	22897
met3	22.4	393000	4488
met4	15.5	145000	320
met5	6.41	9820	-
==> area by class of cell <==
class	count	area [um^2]	share of cell area, %
sequential	8232	247000	45.2
multi-input combinational	17207	223000	40.9
tap	21248	26600	4.87
clock buffer	1153	24400	4.48
timing repair buffer	2245	17900	3.28
clock inverter	553	5260	0.965
antenna	652	1630	0.299
inverter	10	40.0	0.00734
==> worst max-delay path, stage by stage <==
cell	delay [ps]
buf_16	320
buf_4	520
buf_4	650
buf_4	620
buf_4	550
buf_4	590
buf_12	410
buf_12	470
buf_4	460
mux4_2	560
a22oi_1	260
a21oi_1	210
o41ai_1	1110
a41oi_1	620
buf_4	330
or4_1	550
==> logic make-up (layout without fill, tap and decap cells) <==
group / Yosys count / in the layout
AOI/OAI and AO/OA: 2799 / 2799
DFF: 8232 / 8232
muxes: 12864 / 12864
other: 0 / 652
and+or+nand+nor: 1544 / 1544
buffers and inverters: 3651 / 3961
==> power by group <==
part           leakage [uW]  switching, uW  internal, uW  total [uW]
clock network        0.0145            740           952        1690
logic                0.0812            288           181         469
registers            0.0740           7.93          1880        1890
total                 0.170           1040          3010        4050
==> state kept, by name, indices dropped and copies added (netlist names) <==
name,flops
data_reg1,8
data_reg2,32
ram,8192
==> stage by stage <==
| step | hold WS [ps] | utilization, % | total power, uW |
|---|---|---|---|
| 6_report | 1010 | 34.0 | 4050 |
| 5_1_grt | 1030 | 34.0 | 4130 |
| 4_1_cts | 991 | 33.9 | 4050 |
| 3_3_place_gp | 979 | 32.1 | 2370 |
| 2_1_floorplan | 860 | - | 2190 |
| 3_5_place_dp | 980 | 32.1 | 2380 |
==> worst max-delay path by stage <==
stage     slack, ps           end
5_1_grt      154030  data_reg1[1]
6_report     154480  data_reg1[1]
4_1_cts      154390  data_reg1[1]
Power is estimated from default activity; no workload was simulated.
